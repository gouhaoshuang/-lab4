==> design/flow/design.v <==
module flopenrc #(parameter width = 8) (
    input wire clk,rst,en,clear,
    input  wire [width-1:0] d,
    output reg [width-1:0] q
);
always @(posedge clk) begin
    if(rst) begin
        q<=0;
    end 
    else if(clear) begin
        q<=0;
    end 
    else if(en) begin
        q<=d;
    end
end
endmodule
==> design/flow/run.sh <==
#!/bin/bash
# OpenROAD 26Q1-2900-gdf79404cd8, Yosys 0.63+post, stock flow scripts
make -C /OpenROAD-flow-scripts/flow DESIGN_CONFIG=/design/flow/config.mk WORK_HOME=/design/flow/orfs finish
==> design/flow/config.mk <==
export PLATFORM = sky130hd
export DESIGN_NAME = flopenrc
export DESIGN_NICKNAME = flopenrc
export VERILOG_FILES = /design/flow/design.v
export SDC_FILE = /design/flow/constraint.sdc
export NUM_CORES = 4
export LEC_CHECK = 1
export CORE_AREA = 10 10 70 70
export DIE_AREA = 0 0 80 80
==> design/flow/constraint.sdc <==
current_design flopenrc

set clk_period 1.0
set clk_io_pct 0.2

create_clock -name clk0 -period $clk_period [get_ports {clk}]

set non_clock_inputs [all_inputs -no_clocks]
set_input_delay [expr $clk_period * $clk_io_pct] -clock clk0 $non_clock_inputs
set_output_delay [expr $clk_period * $clk_io_pct] -clock clk0 [all_outputs]
==> run_results.csv <==
group,metric,value,unit
status,outcome,"completed",
pwr,leakagePower,0.2397,nW
yosys,ys_cells,27,
yosys,ys_seq_share,54.24,%
clock_tree,clockBufferDepth,2,
setup_path,path_cells,"clkdlybuf4s15_1",
route,dr.pass1.iters,2,
route,vias,251,
global_route,track_usage,2.924,%
pwr,power_density,1169,nW/um^2
yosys,ys_top_cells_by_area,"dfxtp_1 54%, mux2i_1 27%, nor2_1 10%",
yosys,synth-area-yosys,295.3,sq um
route,via_per_inst,2.670,
final_timing,max_freq,1060,MHz
hold_path,hp-class,"primary input to register",
clock_tree,post_cts_buffers,0,
final_layout,final_cell_area,579.3,sq um
clock_tree,path_clk_slew,50,ps
pwr,p_comb_share,15.1,%
final_timing,slew_headroom,81.12,%
flow_run,drv_cap,0,
placement,io_buffers,19,
yosys,largest_area_cell,"dfxtp_1",
yosys,netlist_top_cells_count,"8 x dfxtp_1, 8 x mux2i_1, 8 x nor2_1",
final_layout,fin_util,16.96,%
final_timing,rsz0062_at_grt,"no",
final_layout,largestRegisters,"q (8)",
floorplan,ioPinCount,20,
route,drt_iter0_drc,9,
final_timing,period_minus_slack,943.5,ps
setup_path,cpPeakStageDelay,320,ps
clock_tree,cts-root-buf,"clkbuf_4",
final_timing,slew_viol_final,0,
route,wl,887,um
pwr,power_frac_seq,49.7,%
yosys,synth.distinct_cells,6,
floorplan,die_height,80,um
setup_path,cp.buffers_inverters,1,
route,dr.max_layer_used,"met4",
route,route.met2.wl,521,um
pwr,vdd_drop_max,0.1843,mV
clock_tree,cts_hold_buf,0,
yosys,yosys_warnings,1,
setup_path,crit_arrival,740,ps
route,wl_met3,40,um
setup_path,cp-start-kind,"register",
clock_tree,clock-sinks,8,
setup_path,cp_top_family,"flip-flops",
floorplan,die_area,6400,sq um
yosys,synth_top_area_share,54.24,%
floorplan,fp.dieW,80,um
pwr,power,0.6772,mW
global_route,grt_max_degree,9,
floorplan,fp-utilization,8.645,%
final_layout,fin_cells,94,
yosys,async_reset_ff_share,0,%
setup_path,crit_fanout,2,
route,wl_met1,303,um
global_route,grt-ovfl-total,0,
setup_path,worst_setup_path_end_kind,"output port",
flow_run,openroad.warnings,25,
placement,place_area,544.3,sq um
route,insertedDiodeCount,0,
placement,gp_congestion,0.6707,
floorplan,fp-row-count,21,
clock_tree,clock_latency,240,ps
floorplan,core-area,3416,sq um
yosys,synthCells,27,
final_layout,max_flop_register,"q",
route,postRouteAntennaNets,0,
global_route,grt_first_pass_wirelength,1462,um
route,wl_per_cell,9.436,um
final_timing,hold_viol,0,
setup_path,crit_type,"register to output port",
global_route,grt_pass1_vias,295,
yosys,synth-main-ff-cell,"dfxtp_1",
global_route,grt_antenna_before_repair,0,
setup_path,cp_slowest_cell,"dfxtp_2",
clock_tree,cts_buffers,3,
final_layout,drive_gt1_share,25.00,%
pwr,power_frac_clock,35.2,%
yosys,syn_avg_cell_area,10.94,sq um
final_timing,period_used_share,94.35,%
placement,dp.cells,91,
clock_tree,ctsHtreeMaxLevel,1,
yosys,synth_flops,8,
clock_tree,cts_tree,"yes",
final_timing,worstMarginPinSlew,283.2,ps
pwr,p_sw_share,20.04,%
final_timing,setup_viol_count_final,0,
final_layout,largest_reg_flops,8,
final_timing,finClkSkew,0,ps
yosys,synth_area,295.3,sq um
yosys,edf_count,0,
final_layout,synthToLayoutAreaGrowth,96.19,%
route,post-route-drc-count,0,
pwr,p_sw,0.1357,mW
pwr,p_int,0.5414,mW
setup_path,cp_data_required_time,800,ps
==> logic make-up (layout without fill, tap and decap cells) <==
logic type / after synthesis / in the layout / synth area share (%)
multiplexers: 8 / 8 / 27.12
flip-flops: 8 / 8 / 54.24
AND/OR/NAND/NOR: 9 / 9 / 12.29
buffers and inverters: 2 / 23 / 6.357
==> routing by layer <==
layer | up-vias | track usage, %
li1 | 130 | -
met2 | 6 | 5.618
met1 | 111 | 2.609
met4 | 0 | 0.8803
met5 | - | 0
met3 | 4 | 1.364
==> power groups by stage <==
stage / Combinational, mW / Clock, mW / Sequential [mW]
after CTS: 0.105 / 0.250 / 0.337
after global routing: 0.111 / 0.274 / 0.338
final: 0.102 / 0.238 / 0.337
==> per-stage QoR <==
stage / setup WS [ps] / setup TNS, ps / hold slack (ps)
final: 56.47 / 0 / 402.3
after global routing: 3.439 / 0 / 411.5
after CTS: 27.04 / 0 / 487.0
after detailed placement: -217.2 / -1648 / 485.8
after global placement: -212.3 / -1629 / 488.0
after floorplan: 310.3 / 0 / 346.8
==> final cells by class <==
type	count	area, sq um
Timing Repair Buffer	20	212.7
Clock buffer	3	22.52
Tap cell	46	57.56
Sequential cell	8	170.2
Fill cell	400	2836
Multi-Input combinational cell	17	116.4
==> cells in the final DEF (no fill, tap or decap) <==
cell type / instances
dfxtp_2: 8
clkdlybuf4s50_1: 10
clkdlybuf4s15_1: 8
clkbuf_4: 3
mux2i_1: 8
nor2_1: 8
buf_12: 1
or2_1: 1
dlymetal6s2s_1: 1
==> worst paths after layout <==
| check | cells past startpoint | from | to | slack (ps) |
|---|---|---|---|---|
| max | 1 | q[5] | q[5] | 60 |
| min | 4 | en | q[5] | 400 |
| max reg2reg | 2 | q[2] | q[2] | 380 |
| min reg2reg | 2 | q[7] | q[7] | 480 |
==> what timing repair did <==
item | 4_1_cts | 5_1_grt
endpoints found under the setup margin | 8 | 4
endpoints found under the hold margin | 0 | 0
gates resized | 24 | 1
Power is estimated from default activity; no workload was simulated.
